==> design.v <==
module alu(
    input  [31:0] a, b,
    input  [2:0]  f,
    output reg [31:0] result,
    output reg zero,             
    output reg overflow,
    output reg carry,
    output reg negative
);
wire [32:0] sum;
assign sum = {1'b0, a} + (f == 3'b001 ? ~{1'b0, b} + 1'b1 : {1'b0, b});
always @(*) begin
    overflow = 1'b0;
    case(f)
        3'b000: begin
            carry = sum[32];
            result = sum[31:0];
            overflow = (a[31] == b[31]) && (result[31] != a[31]);
        end
        3'b001: begin
            result = sum[31:0];
            carry = (a >= b) ? 1'b1 : 1'b0;
            overflow = (a[31] != b[31]) && (result[31] != a[31]);
        end
        3'b010: begin
            result = a & b;
            carry = 1'b0;
        end
        3'b011: begin
            result = a | b;
            carry = 1'b0;
        end
        3'b101: begin
            result = ($signed(a) < $signed(b)) ? 32'b1 : 32'b0;
            carry = 1'b0;
        end
        default: begin
            result = 32'b0;
            carry = 1'b0;
        end
    endcase
    zero = (result == 32'b0) ? 1'b1 : 1'b0;
    negative = result[31];
end
endmodule
==> run.sh <==
#!/bin/bash
# OpenROAD 26Q1-2900-gdf79404cd8, Yosys 0.63+post, stock flow scripts
make -C /OpenROAD-flow-scripts/flow DESIGN_CONFIG=/design/flow/config.mk WORK_HOME=/design/flow/orfs finish
==> config.mk <==
export PLATFORM = sky130hd
export DESIGN_NAME = alu
export DESIGN_NICKNAME = alu
export VERILOG_FILES = /design/flow/design.v
export SDC_FILE = /design/flow/constraint.sdc
export NUM_CORES = 4
export LEC_CHECK = 1
export CORE_UTILIZATION = 50
==> constraint.sdc <==
current_design alu

set clk_period 18.4
set clk_io_pct 0.2

create_clock -name clk0 -period $clk_period

set non_clock_inputs [all_inputs -no_clocks]
set_input_delay [expr $clk_period * $clk_io_pct] -clock clk0 $non_clock_inputs
set_output_delay [expr $clk_period * $clk_io_pct] -clock clk0 [all_outputs]
==> impl_metrics.ini <==
; generated from flow reports
[global_routing]
grt_antenna_before_repair = 1
grt_max_degree = 67
grt_pass1_wl_mm = 23.63
grt_pass1_vias = 4819
grt.overflow.total = 0
track_usage_pct = 28.90

[finish]
areaGrowthSynthToFinish_pct = 22.96
regArea_um2 = 0
final_area_um2 = 6091
flops = 0
fillers = 835
logic_area_um2 = 4536
drive_gt1_share_pct = 2.010
clkbuf_count = 0

[synthesis]
adder_share_pct = 34.00
synthAoiAreaFrac_pct = 27.51
syn_area_um2 = 4954
top_area_cell = ha_1
ys_sh_simple_pct = 19.93
synthCells = 710
synth_xor_xnor_area_share_pct = 9.725
yosysUniqueCellTypes = 63
ys_top_logic_family = adder cells
ys_cells = 710
yosys_warnings = 1
ys_chip_area_um2 = 4954
top_cells_by_area = ha_1 (34%), xnor2_1 (7.8%), inv_1 (6.5%), a21oi_1 (5.4%), nand2_1 (4.6%)
ys_seq_share_pct = 0
synth_top_area_share_pct = 33.59
ys_sh_mux_pct = 0.4041
syn_area_per_cell_um2 = 6.977

[final_timing]
slew_headroom_pct = 41.20
fin_tns_setup_ns = 0
fin_crit_sh_pct = 71.68
final.min_clock_period_ns = 13.19
hold_violations = 0
setup-violations-final = 0
fmax_mhz = 75.82
holdWs_ns = 8.499
slew_viol_final = 0
rsz0062_at_grt = no
tightest_slew_ns = 0.8739
setup_ws_ns = 5.211

[critical_path]
critPathCaptureType = primary output
crit_required_ns = 14.72
path_class = input port to primary output
cp-start-kind = input port
critPathMaxFanout = 4
arrival_ns = 9.51

[routing]
antenna_cells = 0
drcViolationCount = 0
routedWlPerCell_um = 15.77
vias_per_cell = 5.712
drtPass1Iterations = 5
antenna_left = 0
vias = 5284
drt_iter0_markers = 256
wl_mm = 14.59

[placement]
hpwl_mm = 12.28
gp_congestion = 0.9479
portBuffers = 103
dpl-instance-area_um2 = 6091
place_ws_ns = 5.282

[flow_run]
log.warning_count = 102
max_cap_violations = 0

[floorplan]
core_area_um2 = 9415
dieHeight_um = 101.5
io_pins = 103
die_area_um2 = 10310
rows = 35
dieWidth_um = 101.5
fp_util_pct = 52.61

[pwr]
power_density_nw_per_um2 = 31.32
ir_drop_uv = 15.63
p_leak_nw = 2.819

[run_status]
status = finished, final reports clean

[clocking]
hold_buffers = 0
post_cts_buffers = 0
ctsResizeCount = 0

[min_path]
worstHoldPathType = input port to primary output
-- report_power, final --
| group | leakage [nW] | switching (W) | internal (W) |
|---|---|---|---|
| combinational | 2.82 | 0.000102 | 0.0000892 |
| clock | 0 | 0 | 0 |
| sequential | 0 | 0 | 0 |
-- worst max-delay path, cell delays in order --
cell and delay [ns]:
clkdlybuf4s50_1 0.47, nor2_1 0.23, nand4_1 0.20, or4_1 0.52, nor3_1 0.38, nand2_1 0.21
nor4_1 0.79, nor2_1 0.12, xnor2_1 0.16, ha_1 0.34, and3_1 0.20, and2_1 0.19
nand3_1 0.12, nor2_1 0.05, a221oi_1 0.38, xor2_1 0.18, o22ai_1 0.11, nor4_1 0.31
nand3b_1 0.13, nor4_2 0.23, clkdlybuf4s50_1 0.49
-- layer usage --
| layer | share of wire (%) | wire, um | global-route usage (%) |
|---|---|---|---|
| met4 | 1.0 | 147 | 3.456 |
| met1 | 49 | 7102 | 42.38 |
| met2 | 44 | 6379 | 46.99 |
| met3 | 6.6 | 962 | 3.011 |
| met5 | 0 | 0 | 0 |
-- synthesized netlist by cell type, drive strengths merged, types with 3 or more instances --
library cell,n
buf,5
nor2,49
nor3,19
ha,133
nor2b,9
or4,5
clkbuf,18
a211oi,11
o22ai,15
nand3,7
or3,4
and2,3
a21oi,54
nor4,13
o41ai,6
or2,3
nand4,14
o21ai,46
o2111ai,3
a41oi,4
and3,3
o31ai,6
xnor2,44
nand2,61
inv,86
a21o,16
a31oi,11
o21a,6
xor2,11
o211ai,5
o21bai,9
-- cells by family after synthesis --
| group | after synthesis |
|---|---|
| xor+xnor | 55 |
| simple gates | 201 |
| fa+ha+maj | 134 |
| compound gates | 209 |
| buf+inv | 109 |
| mux | 2 |
-- final timing paths --
check	endpoint	slack, ns	from	cells past startpoint
setup / recovery	zero	5.21	b[3]	21
hold / removal	result[17]	8.50	f[0]	5
-- through the flow --
| step | util, % | std cells | power [W] |
|---|---|---|---|
| final | 64.69 | 925 | 0.0001908 |
| after global routing | 64.69 | 925 | 0.0002127 |
| after CTS | 64.69 | 925 | 0.0001899 |
| after detailed placement | 64.69 | 925 | 0.0001886 |
| after global placement | 64.69 | 925 | 0.0001883 |
| after floorplan | - | 710 | 0.0001183 |
-- final cells by class --
| class | count | share of cell area, % |
|---|---|---|
| timing repair buffer | 109 | 17.58 |
| inverter | 86 | 5.300 |
| tap | 129 | 2.650 |
| multi-input combinational | 601 | 74.47 |
-- cells in the final DEF, fill, tap and decap left out, types with 7 or more instances in the layout --
cell type	count
xor2_1	11
a21oi_1	53
nand3_1	7
a31oi_1	11
o21ai_0	45
nor2b_1	9
nor3_1	18
o21bai_1	9
nor4_1	12
a21o_1	16
o22ai_1	15
nand4_1	14
a211oi_1	10
ha_1	133
clkdlybuf4s50_1	102
nor2_1	49
xnor2_1	44
inv_1	86
nand2_1	61
Power figures rest on the tool's default switching activity, not on a simulated workload.
